**design/flow/config.mk**
```make
export PLATFORM = sky130hd
export DESIGN_NAME = fp64_div
export DESIGN_NICKNAME = fp64_div
export VERILOG_FILES = /design/flow/design.v
export SDC_FILE = /design/flow/constraint.sdc
export NUM_CORES = 4
export LEC_CHECK = 1
export CORE_UTILIZATION = 40
```
**design/flow/constraint.sdc**
```tcl
current_design fp64_div

set clk_period 28.0
set clk_io_pct 0.2

create_clock -name clk0 -period $clk_period [get_ports {clk}]

set non_clock_inputs [all_inputs -no_clocks]
set_input_delay [expr $clk_period * $clk_io_pct] -clock clk0 $non_clock_inputs
set_output_delay [expr $clk_period * $clk_io_pct] -clock clk0 [all_outputs]
```
**design/flow/design.v**
```verilog
module fp64_div (
    input clk,
    input rst_n,
    input  [63:0] a,
    input  [63:0] b,
    output [63:0] result
);
    localparam DIV_LATENCY = 53;
    localparam TOTAL_LATENCY = DIV_LATENCY + 1;
    wire        sign_a = a[63];
    wire [10:0] exp_a  = a[62:52];
    wire [51:0] mant_a = a[51:0];
    wire        sign_b = b[63];
    wire [10:0] exp_b  = b[62:52];
    wire [51:0] mant_b = b[51:0];
    wire is_nan_a = (exp_a == 11'h7FF) && (mant_a != 0);
    wire is_inf_a = (exp_a == 11'h7FF) && (mant_a == 0);
    wire is_zero_a = (exp_a == 0) && (mant_a == 0);
    wire is_nan_b = (exp_b == 11'h7FF) && (mant_b != 0);
    wire is_inf_b = (exp_b == 11'h7FF) && (mant_b == 0);
    wire is_zero_b = (exp_b == 0) && (mant_b == 0);
    wire [52:0] full_mant_a = {(exp_a != 0), mant_a};
    wire [52:0] full_mant_b = {(exp_b != 0), mant_b};
    wire [11:0] eff_exp_a = (exp_a == 0) ? 1 : exp_a;
    wire [11:0] eff_exp_b = (exp_b == 0) ? 1 : exp_b;
    reg          s1_special_case;
    reg  [ 63:0] s1_special_result;
    reg  signed [11:0] s1_exp_res;
    reg          s1_sign_res;
    reg  [104:0] s1_dividend;  
    reg  [ 52:0] s1_divisor;
    always @(posedge clk or negedge rst_n) begin
        if (!rst_n) begin
            s1_special_case <= 1'b0;
            s1_special_result <= 64'b0;
            s1_exp_res <= 12'b0;
            s1_sign_res <= 1'b0;
            s1_dividend <= 105'b0;
            s1_divisor <= 53'b0;
        end else begin
            s1_special_case <= 1'b0;
            s1_dividend <= {full_mant_a, 52'b0};
            s1_divisor <= full_mant_b;
            s1_sign_res <= sign_a ^ sign_b;
            s1_exp_res <= eff_exp_a - eff_exp_b + 1023;
            if (is_nan_a || is_nan_b || (is_inf_a && is_inf_b) || (is_zero_a && is_zero_b)) begin
                s1_special_case <= 1'b1;
                s1_special_result <= 64'h7FF8000000000001;  
            end else if (is_inf_a || is_zero_b) begin
                s1_special_case <= 1'b1;
                s1_special_result <= {sign_a ^ sign_b, 11'h7FF, 52'b0};  
            end else if (is_zero_a || is_inf_b) begin
                s1_special_case <= 1'b1;
                s1_special_result <= {sign_a ^ sign_b, 63'b0};  
            end
        end
    end
    reg  [ 53:0] rem_pipe      [0:DIV_LATENCY];
    reg  [104:0] dividend_pipe [0:DIV_LATENCY];
    reg  [ 52:0] divisor_pipe  [0:DIV_LATENCY];
    reg  [ 52:0] quotient_pipe [0:DIV_LATENCY];
    always @(posedge clk or negedge rst_n) begin
        if (!rst_n) begin
            rem_pipe[0] <= 54'b0;
            dividend_pipe[0] <= 105'b0;
            divisor_pipe[0] <= 53'b0;
            quotient_pipe[0] <= 53'b0;
        end else begin
            rem_pipe[0] <= 54'b0;
            dividend_pipe[0] <= s1_dividend;
            divisor_pipe[0] <= s1_divisor;
            quotient_pipe[0] <= 53'b0;
        end
    end
    genvar i;
    generate
        for (i = 0; i < DIV_LATENCY; i = i + 1) begin : div_stages
            wire [53:0] shifted_rem = {rem_pipe[i][52:0], dividend_pipe[i][104]};
            wire [53:0] sub_res = shifted_rem - {1'b0, divisor_pipe[i]};
            wire q_bit = ~sub_res[53];
            always @(posedge clk or negedge rst_n) begin
                if (!rst_n) begin
                    rem_pipe[i+1] <= 54'b0;
                    dividend_pipe[i+1] <= 105'b0;
                    divisor_pipe[i+1] <= 53'b0;
                    quotient_pipe[i+1] <= 53'b0;
                end else begin
                    rem_pipe[i+1] <= q_bit ? sub_res : shifted_rem;
                    dividend_pipe[i+1] <= dividend_pipe[i] << 1;
                    divisor_pipe[i+1] <= divisor_pipe[i];
                    quotient_pipe[i+1] <= {quotient_pipe[i][51:0], q_bit};
                end
            end
        end
    endgenerate
    reg [TOTAL_LATENCY:0] special_case_pipe;
    reg [63:0] special_result_pipe [TOTAL_LATENCY:0];
    reg signed [11:0] exp_res_pipe [TOTAL_LATENCY:0];
    reg sign_res_pipe [TOTAL_LATENCY:0];
    always @(posedge clk or negedge rst_n) begin
        if (!rst_n) begin
            special_case_pipe[0] <= 1'b0;
            special_result_pipe[0] <= 64'b0;
            exp_res_pipe[0] <= 12'b0;
            sign_res_pipe[0] <= 1'b0;
        end else begin
            special_case_pipe[0] <= s1_special_case;
            special_result_pipe[0] <= s1_special_result;
            exp_res_pipe[0] <= s1_exp_res;
            sign_res_pipe[0] <= s1_sign_res;
        end
    end
    generate
        for(i=0; i<TOTAL_LATENCY; i=i+1) begin : prop_pipe
            always @(posedge clk or negedge rst_n) begin
                if (!rst_n) begin
                    special_case_pipe[i+1] <= 1'b0;
                    special_result_pipe[i+1] <= 64'b0;
                    exp_res_pipe[i+1] <= 12'b0;
                    sign_res_pipe[i+1] <= 1'b0;
                end else begin
                    special_case_pipe[i+1] <= special_case_pipe[i];
                    special_result_pipe[i+1] <= special_result_pipe[i];
                    exp_res_pipe[i+1] <= exp_res_pipe[i];
                    sign_res_pipe[i+1] <= sign_res_pipe[i];
                end
            end
        end
    endgenerate
    wire [52:0] final_quotient = quotient_pipe[DIV_LATENCY];
    reg  signed [11:0] final_exp;
    reg         [51:0] final_mant;
    always @(*) begin
        if(!final_quotient[52]) begin  
            final_exp = exp_res_pipe[TOTAL_LATENCY] - 1;
            final_mant = final_quotient[51:0] << 1; 
        end else begin
            final_exp = exp_res_pipe[TOTAL_LATENCY];
            final_mant = final_quotient[51:0];
        end
    end
    reg  [10:0] out_exp;
    reg  [51:0] out_mant;
    always @(*) begin
        out_exp = final_exp[10:0];
        out_mant = final_mant;
        if (final_exp >= 2047) begin  
            out_exp = 11'h7FF;
            out_mant = 52'b0;
        end else if (final_exp <= 0) begin  
            out_mant = ({1'b1, final_mant}) >> (1 - final_exp);
            out_exp = 11'b0;
        end
    end
    reg  [63:0] result_reg;
    always @(posedge clk or negedge rst_n) begin
        if (!rst_n) begin
            result_reg <= 64'b0;
        end else begin
            if (special_case_pipe[TOTAL_LATENCY]) begin
                result_reg <= special_result_pipe[TOTAL_LATENCY];
            end else if (out_exp == 0 && out_mant == 0) begin
                result_reg <= {sign_res_pipe[TOTAL_LATENCY], 63'b0};
            end else begin
                result_reg <= {sign_res_pipe[TOTAL_LATENCY], out_exp, out_mant};
            end
        end
    end
    assign result = result_reg;
endmodule
```
**design/flow/run.sh**
```bash
#!/bin/bash
# OpenROAD 26Q1-2900-gdf79404cd8, Yosys 0.63+post, stock flow scripts
make -C /OpenROAD-flow-scripts/flow DESIGN_CONFIG=/design/flow/config.mk WORK_HOME=/design/flow/orfs finish
```
==> commit_impl_results.txt <==
Log flow metrics for this revision

* Worst Hold Slack: 240.2 ps
- CP max FO: 144
- The number of warnings reported in the stage logs is 71.
* Final Hold Violation Tally: 0
- Detailed placement HPWL: 689.5 mm
* Area enclosed by the die boundary: 1,052,000 sq um
- OpenROAD reports that the post-layout worst path occupies 38.40% of the period.
- Worst skew pair latency: 1250 ps
- In this run the tool buffered the top-level ports with 193 buffer cells.
- Each instance of the synthesized netlist takes up on average 11.74 sq um.
* Final WL: 916.5 mm
* Highest-delay cell along the critical path: sky130_fd_sc_hd__buf_4
* Pin count of the biggest net entering global routing: 145
- The synthesized design contains 9,549 register bits.
- The synth_stat.txt file lists the number of cells as 35,710.
* Worst reg-to-reg path cell count: 18
* Width of the die: 1.026 mm
* Vias per cell: 5.023
- Maximum clock path buffer count: 6
- Total overflow reported by the global router: 0
- Row count: 375
- Required time of the worst setup path: 29,180 ps
- During I/O placement, the number of pins put on the boundary was 194.
- Per the run summary, max-cap violations total 0.
* Number of remaining DRC errors: 0
- Yosys warnings: 8
- According to the floorplan report, the die height is 1.026 mm.
* Number of flip-flops in the largest register: 2,809
- Setup total negative slack on the finished layout was measured at 0 ps.
- In this run, post-CTS hold repair placed 0 buffers.
- Delay of the slowest critical-path stage: 730 ps
* Worst VDD drop: 0.08057 mV
- Setup repair after global routing missed its margin: false
* Leak pwr: 0.2265 uW
- Counting pins that exceed their max-slew limit in the final report gives 0.
* Largest register by flop count: divisor_pipe
* Cell variety after synth: 119
- Wire length of the first global-routing pass: 1470 mm
- On the reported timing paths, the clock transition at the registers reads 60 ps.
- The mapped netlist covers 419,000 sq um.
* Arrival time at the worst endpoint: 11,930 ps
- Sequential-to-total area share from yosys stat: 57.03%
- Root buf cell: sky130_fd_sc_hd__clkbuf_16
- In the log, the iteration count for the first detailed-route pass is 6.
- Detailed-route wire length per cell: 17.75 um
- Min Clock Period, post-route: 10,750 ps
- Per STA, the worst path is made up of buf_16 > buf_4 > buf_4 > buf_4 > buf_12 > buf_4 > buf_4 > buf_12 > buf_12 > buf_4.
- Count of instances resized after the clock tree is built: 0
* Crit path launch type: primary input
- Number of DRC markers in iteration 0: 14,290
- Pre-placement core utilization: 40.16%
- Type of destination of the critical path: asynchronous set/reset pin
- The worst hold path belongs to the class reg2reg.
- In the final layout, the registers with the most flip-flops are divisor_pipe: 2809 flops, rem_pipe: 2756 flops.
* Max H-tree Level: 7
- Critical path type: in2async
- Area of the core region: 1,044,000 sq um
- Synthesis produced 35,710 cells.
- Transition at the pin with the smallest max-transition slack: 1046 ps
* Proportion of register bits with asynchronous set or reset after synthesis: 100.0%
- Counting every sink on the clock net gives 9,549.
- Number of clock buffers inserted by TritonCTS: 1,112
- Counting flops with a built-in enable in the synthesized netlist gives 0.
- CTS tree: yes
* Clock skew: 118.8 ps
* Power per cell area: 120.6 nW/um^2
- Number of fill cells: 90,540
* Crit-path most repeated cell: sky130_fd_sc_hd__buf_4
- The flow ran to the end, and the final reports show no timing, DRC or antenna violations.
- Among all flip-flop cells after synthesis, the most frequent one is sky130_fd_sc_hd__dfrtp_1.
- Relative slew slack: 28.50%
- Relative to the synthesized area, the layout overhead comes to 13.56%.
* Fmax achieved: 93.02 MHz
- Summing over every cut layer, the via total after detailed routing is 259,300.
- Hold-critical path depth: 0
- The post-route netlist has 11.13% of its cells at a drive strength greater than 1.
- Count of antenna-violating nets left after detailed routing: 0
* Number of post-CTS setup repair buffers: 0
- The via count of the first global-routing pass came to 265,400.
- In the synthesis report, Yosys lists the chip area as 419,000 sq um.
- Count of endpoints failing setup in the final report: 0
* Number of antenna violations at the first check in global routing: 34
- GPL Wtd Cong: 0.9578
* Overall track demand over capacity in global routing: 18.30%
synth_stat cells, types with 50 or more instances:
cell type / instances / area, sq um
sky130_fd_sc_hd__nand2b_1: 465 / 2909
sky130_fd_sc_hd__o31a_1: 75 / 656.9
sky130_fd_sc_hd__xnor2_1: 1543 / 13510
sky130_fd_sc_hd__a21oi_1: 2605 / 13040
sky130_fd_sc_hd__a21o_1: 1485 / 11150
sky130_fd_sc_hd__o21ai_0: 1770 / 8859
sky130_fd_sc_hd__fa_1: 52 / 1041
sky130_fd_sc_hd__o2111ai_1: 50 / 437.9
sky130_fd_sc_hd__o21a_1: 420 / 3153
sky130_fd_sc_hd__nor2b_1: 423 / 2646
sky130_fd_sc_hd__o31ai_1: 151 / 1134
sky130_fd_sc_hd__or3_1: 128 / 800.8
sky130_fd_sc_hd__mux2_2: 1789 / 20150
sky130_fd_sc_hd__nand4_1: 200 / 1251
sky130_fd_sc_hd__mux2i_1: 250 / 2502
sky130_fd_sc_hd__buf_2: 175 / 875.8
sky130_fd_sc_hd__a211oi_1: 202 / 1516
sky130_fd_sc_hd__xor2_1: 831 / 7278
sky130_fd_sc_hd__inv_1: 3527 / 13240
sky130_fd_sc_hd__nor4_1: 90 / 563.0
sky130_fd_sc_hd__nand2_1: 1755 / 6588
sky130_fd_sc_hd__nor3_1: 365 / 1827
sky130_fd_sc_hd__ha_1: 2780 / 34780
sky130_fd_sc_hd__a31oi_1: 253 / 1583
sky130_fd_sc_hd__and2_1: 134 / 838.3
sky130_fd_sc_hd__o21bai_1: 368 / 2763
sky130_fd_sc_hd__and4_1: 59 / 516.8
sky130_fd_sc_hd__a2111oi_0: 63 / 551.8
sky130_fd_sc_hd__clkbuf_1: 334 / 1254
sky130_fd_sc_hd__o211ai_1: 139 / 1044
sky130_fd_sc_hd__o22ai_1: 53 / 331.6
sky130_fd_sc_hd__a21boi_0: 89 / 668.1
sky130_fd_sc_hd__dfrtp_1: 9549 / 239000
sky130_fd_sc_hd__nand3_1: 482 / 2412
sky130_fd_sc_hd__a41oi_1: 54 / 473.0
sky130_fd_sc_hd__and3_1: 270 / 1689
sky130_fd_sc_hd__nor2_1: 1598 / 5998
sky130_fd_sc_hd__a211o_1: 85 / 744.5
sky130_fd_sc_hd__or2_2: 114 / 713.2
sky130_fd_sc_hd__a31o_2: 71 / 621.9
power breakdown:
group,switching (uW),internal (uW),total [uW]
Combinational,13000,11200,24200
Clock,5460,8670,14100
Sequential,1850,17200,19100
Total,20300,37100,57400
critical path, delay by kind of cell:
family | cells | cell delay, ps
buffers and inverters | 10 | 5740
placed cells by master (no fill, tap or decap), types with 151 or more instances in the layout:
| master | synthesis | routed |
|---|---|---|
| sky130_fd_sc_hd__xor2_1 | 831 | 811 |
| sky130_fd_sc_hd__dfrtp_1 | 9549 | 9546 |
| sky130_fd_sc_hd__mux2i_1 | 250 | 250 |
| sky130_fd_sc_hd__mux2_2 | 1789 | 1789 |
| sky130_fd_sc_hd__xnor2_1 | 1543 | 1534 |
| sky130_fd_sc_hd__a21o_1 | 1485 | 1485 |
| sky130_fd_sc_hd__a31oi_1 | 253 | 253 |
| sky130_fd_sc_hd__a21oi_1 | 2605 | 2604 |
| sky130_fd_sc_hd__inv_1 | 3527 | 3527 |
| sky130_fd_sc_hd__nor2b_1 | 423 | 423 |
| sky130_fd_sc_hd__ha_1 | 2780 | 2779 |
| sky130_fd_sc_hd__nor2_1 | 1598 | 1598 |
| sky130_fd_sc_hd__nand2_1 | 1755 | 1755 |
| sky130_fd_sc_hd__o21a_1 | 420 | 420 |
| sky130_fd_sc_hd__buf_4 | 15 | 347 |
| sky130_fd_sc_hd__clkbuf_8 | 0 | 191 |
| sky130_fd_sc_hd__clkdlybuf4s50_1 | 0 | 192 |
| sky130_fd_sc_hd__nand2b_1 | 465 | 465 |
| sky130_fd_sc_hd__a211oi_1 | 202 | 202 |
| sky130_fd_sc_hd__clkinv_2 | 0 | 152 |
| sky130_fd_sc_hd__clkbuf_16 | 0 | 1132 |
| sky130_fd_sc_hd__nor3_1 | 365 | 365 |
| sky130_fd_sc_hd__nand3_1 | 482 | 482 |
| sky130_fd_sc_hd__o21ai_0 | 1770 | 1770 |
| sky130_fd_sc_hd__clkbuf_1 | 334 | 204 |
| sky130_fd_sc_hd__o31ai_1 | 151 | 151 |
| sky130_fd_sc_hd__o21bai_1 | 368 | 368 |
| sky130_fd_sc_hd__nand4_1 | 200 | 200 |
| sky130_fd_sc_hd__and3_1 | 270 | 270 |
cell families (layout without fill, tap and decap cells):
family          Yosys count  count (layout)  synth area share (%)
compound gates         8487            8487                 12.86
xor+xnor               2387            2387                 5.013
fa+ha+maj              2832            2832                 8.549
buf+inv                4105            5957                 3.765
flops                  9549            9549                 57.03
mux                    2101            2101                 5.614
other cells               1             128             0.0008949
simple gates           6243            6243                 7.173
through the flow:
step | instances | power (uW) | area (sq um) | util [%] | setup WS, ps
floorplan | 35730 | 37330 | 419100 | - | 19790
global placement | 49670 | 43210 | 439700 | 42.13 | 15950
detailed placement | 49670 | 43410 | 439700 | 42.13 | 15740
CTS | 51530 | 58090 | 475600 | 45.58 | 16990
global route | 51630 | 61460 | 475800 | 45.60 | 16200
finish | 51630 | 57400 | 475800 | 45.60 | 17250
layer usage:
| layer | vias to the layer above | wire [um] | global-route usage (%) |
|---|---|---|---|
| li1 | 125800 | - | - |
| met1 | 127000 | 365000 | 23.97 |
| met2 | 4579 | 469200 | 31.29 |
| met3 | 1988 | 32000 | 2.334 |
| met4 | 2 | 50340 | 8.139 |
| met5 | - | 13 | 0 |
layout make-up:
type / count / area (sq um) / share of cell area (%)
Antenna cell: 103 / 257.7 / 0.05417
Clock buffer: 1527 / 31720 / 6.666
Clock inverter: 338 / 4214 / 0.8856
Inverter: 3536 / 13270 / 2.789
Multi-Input combinational cell: 22080 / 165100 / 34.69
Sequential cell: 9549 / 239000 / 50.22
Tap cell: 13950 / 17450 / 3.668
Timing Repair Buffer: 556 / 4875 / 1.024
worst paths after layout:
kind,slack [ps],from,endpoint
min,240,quotient_pipe[8][5]$_DFF_PN0_,quotient_pipe[9][6]$_DFF_PN0_
min in group asynchronous,4350,rst_n,result_reg[29]$_DFF_PN0_
max reg2reg,21480,dividend_pipe[37][104]$_DFF_PN0_,rem_pipe[38][26]$_DFF_PN0_
min reg2reg,240,quotient_pipe[8][5]$_DFF_PN0_,quotient_pipe[9][6]$_DFF_PN0_
max in group clk0,19930,b[54],s1_exp_res[11]$_DFF_PN0_
max,17250,rst_n,dividend_pipe[6][98]$_DFF_PN0_
Power and IR drop assume default switching activity.
