File: /design/flow/design.v
module fp32_sqrt (
    input clk,
    input rst_n,
    input  [31:0] a,
    output [31:0] result
);
    localparam SQRT_LATENCY = 24;
    localparam TOTAL_LATENCY = SQRT_LATENCY + 1;
    wire        sign_a = a[31];
    wire [ 7:0] exp_a  = a[30:23];
    wire [22:0] mant_a = a[22:0];
    wire is_nan_a = (exp_a == 8'hFF) && (mant_a != 0);
    wire is_inf_a = (exp_a == 8'hFF) && (mant_a == 0);
    wire is_zero_a = (exp_a == 0) && (mant_a == 0);
    wire is_neg_normal = (sign_a == 1'b1) && !is_zero_a;
    wire [23:0] full_mant_a = {(exp_a != 0), mant_a};
    reg         s1_special_case;
    reg  [31:0] s1_special_result;
    reg  signed [8:0] s1_exp_res;
    reg  [24:0] s1_radicand;
    always @(posedge clk or negedge rst_n) begin
        if (!rst_n) begin
            s1_special_case <= 1'b0;
            s1_special_result <= 32'b0;
            s1_exp_res <= 9'b0;
            s1_radicand <= 25'b0;
        end else begin
            s1_special_case <= 1'b0;
            if(exp_a[0]) begin  
                s1_exp_res <= {{1'b0, exp_a} + 1} >> 1;
                s1_radicand <= full_mant_a << 1;
            end else begin  
                s1_exp_res <= {1'b0, exp_a} >> 1;
                s1_radicand <= full_mant_a;
            end
            if (is_nan_a || is_neg_normal) begin
                s1_special_case <= 1'b1;
                s1_special_result <= 32'h7FC00001;  
            end else if (is_inf_a) begin
                s1_special_case <= 1'b1;
                s1_special_result <= 32'h7F800000;  
            end else if (is_zero_a) begin
                s1_special_case <= 1'b1;
                s1_special_result <= 32'h00000000;  
            end
        end
    end
    reg  [25:0] rem_pipe [0:SQRT_LATENCY];
    reg  [23:0] root_pipe [0:SQRT_LATENCY];
    always @(posedge clk or negedge rst_n) begin
        if (!rst_n) begin
            rem_pipe[0] <= 12'b0;
            root_pipe[0] <= 11'b0;
        end else begin
            rem_pipe[0] <= {2'b0, s1_radicand};
            root_pipe[0] <= 11'b0;
        end
    end
    genvar i;
    generate
        for (i = 0; i < SQRT_LATENCY; i = i + 1) begin : sqrt_stages
            wire [23:0] trial_root = {root_pipe[i], 1'b1};
            wire [25:0] trial_rem = (rem_pipe[i][25])
                ? {rem_pipe[i][23:0], 2'b00} + {2'b0, trial_root}
                : {rem_pipe[i][23:0], 2'b00} - {2'b0, trial_root};
            always @(posedge clk or negedge rst_n) begin
                if (!rst_n) begin
                    rem_pipe[i+1] <= 12'b0;
                    root_pipe[i+1] <= 11'b0;
                end else begin
                    rem_pipe[i+1] <= trial_rem;
                    root_pipe[i+1] <= trial_rem[25] ? {root_pipe[i], 1'b0} : {root_pipe[i], 1'b1};
                end
            end
        end
    endgenerate
    reg [TOTAL_LATENCY:0] special_case_pipe;
    reg [31:0] special_result_pipe [TOTAL_LATENCY:0];
    reg signed [8:0] exp_res_pipe [TOTAL_LATENCY:0];
    always @(posedge clk or negedge rst_n) begin
        if (!rst_n) begin
            special_case_pipe[0] <= 'b0;
            special_result_pipe[0] <= 'b0;
            exp_res_pipe[0] <= 'b0;
        end else begin
            special_case_pipe[0] <= s1_special_case;
            special_result_pipe[0] <= s1_special_result;
            exp_res_pipe[0] <= s1_exp_res;
        end
    end
    generate
        for(i=0; i<TOTAL_LATENCY; i=i+1) begin : prop_pipe
            always @(posedge clk or negedge rst_n) begin
                if (!rst_n) begin
                    special_case_pipe[i+1] <= 'b0;
                    special_result_pipe[i+1] <= 'b0;
                    exp_res_pipe[i+1] <= 'b0;
                end else begin
                    special_case_pipe[i+1] <= special_case_pipe[i];
                    special_result_pipe[i+1] <= special_result_pipe[i];
                    exp_res_pipe[i+1] <= exp_res_pipe[i];
                end
            end
        end
    endgenerate
    wire [23:0] final_root = root_pipe[SQRT_LATENCY];
    wire signed [ 8:0] final_exp = (exp_res_pipe[TOTAL_LATENCY] - 127) + 127;
    reg         [22:0] out_mant;
    reg         [ 7:0] out_exp;
    always @(*) begin
        out_mant = final_root[22:0];
        if (final_exp >= 255) begin  
            out_mant = 23'b0;
            out_exp = 8'hFF;
        end else if (final_exp <= 0) begin  
            out_mant = ({1'b1, final_root[22:0]}) >> (1 - final_exp);
            out_exp = 8'b0;
        end else begin
            out_exp = final_exp[7:0];
        end
    end
    reg [31:0] result_reg;
    always @(posedge clk or negedge rst_n) begin
        if (!rst_n) begin
            result_reg <= 32'b0;
        end else begin
            if (special_case_pipe[TOTAL_LATENCY]) begin
                result_reg <= special_result_pipe[TOTAL_LATENCY];
            end else begin
                result_reg <= {1'b0, out_exp, out_mant};
            end
        end
    end
    assign result = result_reg;
endmodule
File: /design/flow/run.sh
#!/bin/bash
# OpenROAD 26Q1-2900-gdf79404cd8, Yosys 0.63+post, stock flow scripts
make -C /OpenROAD-flow-scripts/flow DESIGN_CONFIG=/design/flow/config.mk WORK_HOME=/design/flow/orfs finish
File: /design/flow/config.mk
export PLATFORM = sky130hd
export DESIGN_NAME = fp32_sqrt
export DESIGN_NICKNAME = fp32_sqrt
export VERILOG_FILES = /design/flow/design.v
export SDC_FILE = /design/flow/constraint.sdc
export NUM_CORES = 4
export LEC_CHECK = 1
export CORE_UTILIZATION = 50
File: /design/flow/constraint.sdc
current_design fp32_sqrt

set clk_period 6.9
set clk_io_pct 0.2

create_clock -name clk0 -period $clk_period [get_ports {clk}]

set non_clock_inputs [all_inputs -no_clocks]
set_input_delay [expr $clk_period * $clk_io_pct] -clock clk0 $non_clock_inputs
set_output_delay [expr $clk_period * $clk_io_pct] -clock clk0 [all_outputs]
==> ci_impl_report.md <==
### Metrics collected by this job

| Metric | Value |
|---|---|
| Status | `finished clean` |
| Req. time, crit path | `7.57 ns` |
| Most common reg cell | `dfrtp_1` |
| Slew Limit Fails | `0` |
| Latency at later pin | `0.76 ns` |
| Die width | `355 µm` |
| Setup violations, final | `0` |
| Post-Syn Instances | `5916` |
| Residual DRC count | `0` |
| Synthesized area | `0.0621 mm²` |
| Critical Path Source Type | `flop` |
| Post-CTS sizing | `0` |
| Max FFs per register | `576` |
| Max-slew headroom | `0.285` |
| Clock skew | `0.0235 ns` |
| Vias in the first global route | `40800` |
| Tcrit/Tclk final | `0.624` |
| TritonCTS clock tree | `yes` |
| DR iter-0 viols | `2905` |
| Cell count in the Yosys report | `5916` |
| Sink Count | `1227` |
| Cts bufs inserted | `134` |
| Setup repair bufs after CTS | `0` |
| GRT Residual Overflow | `0` |
| Synth Area per Inst | `10.5 µm²` |
| Global routing's busiest layer | `met1` |
| TritonRoute pass-1 iters | `6` |
| Fp util | `0.507` |
| Pleak | `31.4 nW` |
| Total GRT Usage | `0.222` |
| Via count | `41900` |
| Async SR Flop Fraction | `1.00` |
| Critical Path AT | `4.98 ns` |
| GPL Wtd Cong | `0.913` |
| Maximum clock rate | `232 MHz` |
| Post-route setup slack | `2.59 ns` |
| # port buffers | `64` |
| Met3 Use GR | `0.0389` |
| Initial antenna violation count | `0` |
| Minimum clock period | `4.31 ns` |
| Setup CP Type | `flop to flop` |
| Pwr dens | `475 mW/mm²` |
| Via density | `5.42` |
| Largest registers | `rem_pipe (576), root_pipe (276), exp_res_pipe (208)` |
| Detailed Route WL | `130 mm` |
| Post-DP Area | `0.0646 mm²` |
| Setup TNS | `0 ns` |
| WL per Instance | `16.9 µm` |
| Yosys stat area | `0.0621 mm²` |
| Share of cells above drive strength 1 | `0.0562` |
| Yosys cell types | `84` |
| First-pass GRT wire length | `217 mm` |
| Endpoint class of the critical path | `flop` |
| HPWL Detailed | `96.2 mm` |
| Slew @ Worst Pin | `1.06 ns` |
| Met2 Use GR | `0.312` |
| Max-cap violations | `0` |
| Largest net degree at the start of global routing | `129` |
| Hold_buf cts | `0` |
| Root buffer cell | `clkbuf_16` |
| Chip height | `355 µm` |
| Max H-tree Level | `4` |
| I/O pin count | `66` |
| Core area | `0.123 mm²` |
| Post-synth EDFFs | `0` |
| Final cell utilization of the core | `0.565` |
| Rows | `128` |
| Layout fillers | `10200` |
| OpenROAD warning count | `304` |
| Cells after DPL | `7485` |
| Biggest register | `rem_pipe` |
| Final Hold Fails | `0` |
| Peak VDD IR | `0.345 mV` |
| Layout Cells excl Fill | `7726` |
| Number of synthesized register bits | `1227` |
| Final Cell Area | `0.0693 mm²` |
| Placement Setup Slack | `2.66 ns` |
| P&R area growth vs syn | `11.5%` |
| Global-route met1 utilization | `0.385` |
| Clk slew on worst S/H paths | `0.06 ns` |
| Ys Warns | `5` |
| Worst Hold Class | `flop to flop` |
| DRT antenna net count | `0` |
| Die area | `0.126 mm²` |
| Maximum net fanout on the critical path | `23` |
| CTS max path bufs | `3` |
| RSZ-0062 raised after global routing | `false` |
| Synth Seq Share | `0.494` |
power by group:
group	internal, mW	switching, mW
clock	4.44	2.94
sequential	9.28	2.03
combinational	6.12	8.11
total	19.8	13.1
routing by layer:
metal | routed length [µm] | up-vias | share of wire
met5 | 0 | - | 0
met4 | 2310 | 0 | 0.018
met3 | 6980 | 172 | 0.054
met2 | 56200 | 931 | 0.43
met1 | 64800 | 20100 | 0.50
li1 | - | 20700 | -
layout by cell type, fill, tap and decap left out, types with 64 or more instances in the layout:
cell,Yosys,routed
a31oi_1,71,71
a211oi_1,64,64
or3_1,66,66
xor2_1,206,206
and3_1,68,68
a21o_1,79,79
dfrtp_1,1227,1226
nand3_1,102,102
inv_1,524,524
nor2_1,451,451
nor3_1,160,160
o21bai_1,83,83
clkbuf_16,0,135
ha_1,513,513
nand2_1,238,238
o21ai_0,291,291
xnor2_1,345,345
a21oi_1,409,409
nand2b_1,78,78
mux2i_1,68,68
worst paths after layout:
check	start	endpoint	slack, ns	cells past startpoint
max	rem_pipe[1][1]$_DFF_PN0_	rem_pipe[23][25]$_DFF_PN0_	2.59	11
min	exp_res_pipe[7][1]$_DFF_PN0_	exp_res_pipe[8][1]$_DFF_PN0_	0.33	0
max reg2reg	rem_pipe[1][1]$_DFF_PN0_	rem_pipe[23][25]$_DFF_PN0_	2.59	11
min reg2reg	exp_res_pipe[7][1]$_DFF_PN0_	exp_res_pipe[8][1]$_DFF_PN0_	0.33	0
max in group asynchronous	rst_n	rem_pipe[2][21]$_DFF_PN0_	4.48	3
min in group asynchronous	rst_n	result_reg[30]$_DFF_PN0_	0.60	1
through the flow:
stage	power (mW)	hold slack [ns]
floorplan	21.8	0.331
global placement	25.5	0.331
detailed placement	25.5	0.335
CTS	33.2	0.332
global route	35.6	0.340
finish	32.9	0.334
final cells by class:
class	count	area (µm²)	area share
Clock inverter	64	888	0.0128
Tap cell	1625	2030	0.0294
Antenna cell	1	2.50	0.0000361
Clock buffer	176	3760	0.0543
Multi-Input combinational cell	4009	28900	0.417
Sequential cell	1227	30700	0.443
Timing Repair Buffer	98	1010	0.0146
Inverter	526	1970	0.0285
cell families (layout without fill, tap and decap cells):
family / count (synthesis) / after routing / synth area share
buf+inv: 680 / 864 / 0.0412
flops: 1227 / 1227 / 0.494
mux: 97 / 97 / 0.0162
xor+xnor: 551 / 551 / 0.0777
simple gates: 1454 / 1454 / 0.116
compound gates: 1352 / 1352 / 0.138
fa+ha+maj: 553 / 553 / 0.116
other cells: 2 / 3 / 0.000121
cells in the mapped netlist (all sizes together), types with 53 or more instances:
library cell	number	area, µm²
nand2b	78	488
nor2	451	1690
a21o	79	593
xnor2	345	3020
a211oi	64	480
clkbuf	132	495
a31oi	71	444
nor2b	53	332
dfrtp	1227	30700
nor4	63	394
xor2	206	1800
inv	524	1970
nand2	238	893
mux2i	68	681
nand3	102	510
nor3	161	811
and3	68	425
ha	513	6420
o31ai	53	398
or3	68	435
o21bai	83	623
a21oi	409	2050
o21ai	291	1460
worst max-delay path: stages, from the launching register on:
cell and delay (ns):
dfrtp_2 0.73, buf_4 0.48, ha_1 0.24, nor2b_1 0.17, o311ai_0 0.25, a211oi_1 0.55
a2111oi_0 0.20, o41ai_1 0.63, a221o_1 0.29, a31oi_1 0.10, o21ai_0 0.35, xor2_1 0.20
Power and IR drop assume default switching activity.
