==> ./design.v <==
module fp32_div (
    input clk,
    input rst_n,
    input  [31:0] a,
    input  [31:0] b,
    output [31:0] result
);
    localparam DIV_LATENCY = 24;
    localparam TOTAL_LATENCY = DIV_LATENCY + 1;
    wire        sign_a = a[31];
    wire [ 7:0] exp_a  = a[30:23];
    wire [22:0] mant_a = a[22:0];
    wire        sign_b = b[31];
    wire [ 7:0] exp_b  = b[30:23];
    wire [22:0] mant_b = b[22:0];
    wire is_nan_a = (exp_a == 8'hFF) && (mant_a != 0);
    wire is_inf_a = (exp_a == 8'hFF) && (mant_a == 0);
    wire is_zero_a = (exp_a == 0) && (mant_a == 0);
    wire is_nan_b = (exp_b == 8'hFF) && (mant_b != 0);
    wire is_inf_b = (exp_b == 8'hFF) && (mant_b == 0);
    wire is_zero_b = (exp_b == 0) && (mant_b == 0);
    wire [23:0] full_mant_a = {(exp_a != 0), mant_a};
    wire [23:0] full_mant_b = {(exp_b != 0), mant_b};
    wire [ 8:0] eff_exp_a = (exp_a == 0) ? 1 : exp_a;
    wire [ 8:0] eff_exp_b = (exp_b == 0) ? 1 : exp_b;
    reg         s1_special_case;
    reg  [31:0] s1_special_result;
    reg  signed [8:0] s1_exp_res;
    reg         s1_sign_res;
    reg  [46:0] s1_dividend;  
    reg  [23:0] s1_divisor;
    always @(posedge clk or negedge rst_n) begin
        if (!rst_n) begin
            s1_special_case <= 1'b0;
            s1_special_result <= 32'b0;
            s1_exp_res <= 9'b0;
            s1_sign_res <= 1'b0;
            s1_dividend <= 47'b0;
            s1_divisor <= 24'b0;
        end else begin
            s1_special_case <= 1'b0;
            s1_dividend <= {full_mant_a, 23'b0};
            s1_divisor <= full_mant_b;
            s1_sign_res <= sign_a ^ sign_b;
            s1_exp_res <= eff_exp_a - eff_exp_b + 127;
            if (is_nan_a || is_nan_b || (is_inf_a && is_inf_b) || (is_zero_a && is_zero_b)) begin
                s1_special_case <= 1'b1;
                s1_special_result <= 32'h7FC00001;  
            end else if (is_inf_a || is_zero_b) begin
                s1_special_case <= 1'b1;
                s1_special_result <= {sign_a ^ sign_b, 8'hFF, 23'b0};  
            end else if (is_zero_a || is_inf_b) begin
                s1_special_case <= 1'b1;
                s1_special_result <= {sign_a ^ sign_b, 31'b0};  
            end
        end
    end
    reg  [24:0] rem_pipe      [0:DIV_LATENCY];
    reg  [46:0] dividend_pipe [0:DIV_LATENCY];
    reg  [23:0] divisor_pipe  [0:DIV_LATENCY];
    reg  [23:0] quotient_pipe [0:DIV_LATENCY];
    always @(posedge clk or negedge rst_n) begin
        if (!rst_n) begin
            rem_pipe[0] <= 25'b0;
            dividend_pipe[0] <= 47'b0;
            divisor_pipe[0] <= 24'b0;
            quotient_pipe[0] <= 24'b0;
        end else begin
            rem_pipe[0] <= 25'b0;
            dividend_pipe[0] <= s1_dividend;
            divisor_pipe[0] <= s1_divisor;
            quotient_pipe[0] <= 24'b0;
        end
    end
    genvar i;
    generate
        for (i = 0; i < DIV_LATENCY; i = i + 1) begin : div_stages
            wire [24:0] shifted_rem = {rem_pipe[i][23:0], dividend_pipe[i][46]};
            wire [24:0] sub_res = shifted_rem - {1'b0, divisor_pipe[i]};
            wire q_bit = ~sub_res[24];
            always @(posedge clk or negedge rst_n) begin
                if (!rst_n) begin
                    rem_pipe[i+1] <= 25'b0;
                    dividend_pipe[i+1] <= 47'b0;
                    divisor_pipe[i+1] <= 24'b0;
                    quotient_pipe[i+1] <= 24'b0;
                end else begin
                    rem_pipe[i+1] <= q_bit ? sub_res : shifted_rem;
                    dividend_pipe[i+1] <= dividend_pipe[i] << 1;
                    divisor_pipe[i+1] <= divisor_pipe[i];
                    quotient_pipe[i+1] <= {quotient_pipe[i][22:0], q_bit};
                end
            end
        end
    endgenerate
    reg [TOTAL_LATENCY:0] special_case_pipe;
    reg [31:0] special_result_pipe [TOTAL_LATENCY:0];
    reg signed [8:0] exp_res_pipe [TOTAL_LATENCY:0];
    reg sign_res_pipe [TOTAL_LATENCY:0];
    always @(posedge clk or negedge rst_n) begin
        if (!rst_n) begin
            special_case_pipe[0] <= 1'b0;
            special_result_pipe[0] <= 32'b0;
            exp_res_pipe[0] <= 9'b0;
            sign_res_pipe[0] <= 1'b0;
        end else begin
            special_case_pipe[0] <= s1_special_case;
            special_result_pipe[0] <= s1_special_result;
            exp_res_pipe[0] <= s1_exp_res;
            sign_res_pipe[0] <= s1_sign_res;
        end
    end
    generate
        for(i=0; i<TOTAL_LATENCY; i=i+1) begin : prop_pipe
            always @(posedge clk or negedge rst_n) begin
                if (!rst_n) begin
                    special_case_pipe[i+1] <= 1'b0;
                    special_result_pipe[i+1] <= 32'b0;
                    exp_res_pipe[i+1] <= 9'b0;
                    sign_res_pipe[i+1] <= 1'b0;
                end else begin
                    special_case_pipe[i+1] <= special_case_pipe[i];
                    special_result_pipe[i+1] <= special_result_pipe[i];
                    exp_res_pipe[i+1] <= exp_res_pipe[i];
                    sign_res_pipe[i+1] <= sign_res_pipe[i];
                end
            end
        end
    endgenerate
    wire [23:0] final_quotient = quotient_pipe[DIV_LATENCY];
    reg  signed [ 8:0] final_exp;
    reg         [22:0] final_mant;
    always @(*) begin
        if(!final_quotient[23]) begin
            final_exp = exp_res_pipe[TOTAL_LATENCY] - 1;
            final_mant = final_quotient[22:0] << 1; 
        end else begin
            final_exp = exp_res_pipe[TOTAL_LATENCY];
            final_mant = final_quotient[22:0];
        end
    end
    reg  [ 7:0] out_exp;
    reg  [22:0] out_mant;
    always @(*) begin
        out_exp = final_exp[7:0];
        out_mant = final_mant;
        if (final_exp >= 255) begin  
            out_exp = 8'hFF;
            out_mant = 23'b0;
        end else if (final_exp <= 0) begin  
            out_mant = ({1'b1, final_mant}) >> (1 - final_exp);
            out_exp = 8'b0;
        end
    end
    reg  [31:0] result_reg;
    always @(posedge clk or negedge rst_n) begin
        if (!rst_n) begin
            result_reg <= 32'b0;
        end else begin
            if (special_case_pipe[TOTAL_LATENCY]) begin
                result_reg <= special_result_pipe[TOTAL_LATENCY];
            end else if (out_exp == 0 && out_mant == 0) begin
                result_reg <= {sign_res_pipe[TOTAL_LATENCY], 31'b0};
            end else begin
                result_reg <= {sign_res_pipe[TOTAL_LATENCY], out_exp, out_mant};
            end
        end
    end
    assign result = result_reg;
endmodule
==> ./run.sh <==
#!/bin/bash
# OpenROAD 26Q1-2900-gdf79404cd8, Yosys 0.63+post, stock flow scripts
make -C /OpenROAD-flow-scripts/flow DESIGN_CONFIG=/design/flow/config.mk WORK_HOME=/design/flow/orfs finish
==> ./config.mk <==
export PLATFORM = sky130hd
export DESIGN_NAME = fp32_div
export DESIGN_NICKNAME = fp32_div
export VERILOG_FILES = /design/flow/design.v
export SDC_FILE = /design/flow/constraint.sdc
export NUM_CORES = 4
export LEC_CHECK = 1
export CORE_UTILIZATION = 50
==> ./constraint.sdc <==
current_design fp32_div

set clk_period 10.9
set clk_io_pct 0.2

create_clock -name clk0 -period $clk_period [get_ports {clk}]

set non_clock_inputs [all_inputs -no_clocks]
set_input_delay [expr $clk_period * $clk_io_pct] -clock clk0 $non_clock_inputs
set_output_delay [expr $clk_period * $clk_io_pct] -clock clk0 [all_outputs]
==> datasheet_impl.txt <==
Physical design parameters

Parameter                              Value

Final timing
  Setup clock skew after layout .................. 0.0568 ns
  Max frequency .................. 0.204 GHz
  Share of the clock period used by the worst path after layout .................. 0.449
  Setup repair after global routing missed its margin .................. false
  Minimum period implied by the final worst setup slack .................. 4.90 ns
  Final setup violation count .................. 0
  Total count of hold-check failures in the final report .................. 0
  Rel. slew slack .................. 0.437
  Number of slew-limit violations in the final report .................. 0
  Final Worst Setup Slack .................. 6.00 ns
  Transition at the pin with the smallest max-transition slack .................. 0.824 ns
  Setup Total Neg Slack .................. 0 ns

Power
  Leakage power .................. 48.5 nW
  Seq pwr share .................. 0.362
  Ratio of total power to cell area .................. 295 nW/um2
  Switching Share .................. 0.331
  Design internal power .................. 0.0203 W
  Comb power frac .................. 0.383
  Net load switching power .................. 0.0100 W
  Clock share of power .................. 0.255
  Max IR drop VDD .................. 0.179 mV
  Post-route total power .................. 0.0303 W

Placement
  Buffers on Ports .................. 97
  Routability cong. .................. 0.873
  Post-Place Cell Area .................. 95000 um2
  Total instance count after detailed placement .................. 9801
  Hpwl dp .................. 111000 um
  DP Worst Slack .................. 5.91 ns

Clock network
  Post-CTS repair timing setup buffer count .................. 0
  Clock latency of the later-clocked register in the worst-skew pair .................. 0.85 ns
  Buffer cell driving the clock tree root .................. clkbuf_16
  Clock-pin slew reported for the worst setup and hold paths after clock tree synthesis .................. 0.06 ns
  TritonCTS clock tree .................. yes
  Number of buffers created by CTS .................. 218
  Number of clock sinks seen by CTS .................. 2186
  Maximum buffer depth of the clock tree .................. 3
  Maximum level of the CTS H-tree .................. 4
  Cts-stage hold buffer count .................. 0
  # resized after CTS .................. 0

Die
  Area of the die .................. 183000 um2
  Die H .................. 428 um
  I/O Pins .................. 98
  Site Rows .................. 156
  Area of the placeable core .................. 181000 um2
  Die width .................. 428 um
  Initial Util .................. 0.503

Final layout
  Count of filler cells inserted in the layout .................. 14100
  Signed area change from the synthesized netlist to the final layout .................. 13.1%
  Largest registers .................. divisor_pipe x576, rem_pipe x552
  Reg with most FFs .................. divisor_pipe
  Final std cells w/o fill .................. 10200
  Final design area excluding fillers .................. 103000 um2
  Most numerous logic cell after layout .................. dfrtp_1
  Ratio of cells with drive above 1 in the final layout .................. 0.105
  Largest register FFs .................. 576
  Most common logic cells in the final layout .................. dfrtp_1, inv_1, ha_1

Setup path
  Endpoint of the worst setup timing path .................. result_reg[21]$_DFF_PN0_
  Buffer and inverter count on the worst path .................. 4
  Depth of the worst register-to-register path .................. 17
  R2r startpoint .................. exp_res_pipe[25][0]$_DFF_PN0_
  Critical path cell sequence .................. buf_4 -> inv_1 -> ha_1 -> a21oi_2 -> inv_1 -> ha_1 -> xor2_1 -> nand4_1 -> o41ai_1 -> o211ai_1 -> a31oi_1 -> buf_4 -> nand2_1 -> or2_2 -> nor3_1 -> a21oi_1 -> nor2_1
  Number of stages on the worst setup path .................. 17
  Crit-path max cell delay .................. 0.56 ns
  Critical path's slowest cell .................. inv_1
  Type of the setup path with the least slack .................. reg -> reg
  Family with the most delay on the worst path .................. buffers and inverters
  Critical Path Sink Type .................. flip-flop
  First element of the critical path .................. exp_res_pipe[25][0]$_DFF_PN0_
  Arrival time at the worst endpoint .................. 5.66 ns
  Maximum fanout along the worst path .................. 36
  Worst path required time .................. 11.67 ns
  Setup slack of the worst register-to-register path .................. 6.00 ns
  Reg2reg end .................. result_reg[21]$_DFF_PN0_
  Startpoint class of the critical path .................. flip-flop

GRT
  Wire length of the first global-routing pass .................. 266000 um
  Overall routing resource usage .................. 0.184
  Overflow left after global routing .................. 0
  Largest net degree at the start of global routing .................. 129
  Initial antenna violation count .................. 0
  Number of global-route vias before repair .................. 54300

Route
  Detailed-route wire length per cell .................. 15.2 um
  Count of antenna diodes in the layout .................. 0
  Post-detailed-routing wire length .................. 155000 um
  Count of routing violations after the opening detailed-route iteration .................. 2434
  Count of vias placed by the detailed router .................. 52700
  First-pass DRT Iterations .................. 5
  Drt via density .................. 5.16
  Antenna violation net count after detailed routing .................. 0
  Drt drc .................. 0

Yosys
  Sequential fraction of the synthesis area .................. 0.602
  Flip-flop and latch count after synthesis .................. 2186
  Post-synthesis chip area from yosys .................. 90800 um2
  Yosys top cell by area .................. dfrtp_1
  Top-area cell type share of the netlist area .................. 0.602
  Synthesized area .................. 90800 um2
  Cell count listed in synth_stat.txt .................. 7372
  Cell variety after synth .................. 86
  Main flop type after synthesis .................. dfrtp_1
  Async S/R FF share, synth .................. 1.00
  Number of flops mapped to enable cells by yosys .................. 0
  Cell count after synthesis .................. 7372
  Syn Area/Cell .................. 12.3 um2
  Biggest area cells .................. dfrtp_1, ha_1, mux2_2
  Total of warnings raised by yosys .................. 8

Flow run
  Total number of warnings across the stage logs .................. 39
  MaxCap Viol Count .................. 0

Status
  Result of the run .................. complete, no violations

Min path
  Class of the most critical hold timing path .................. reg -> reg
-- per-layer routing --
| metal | vias to the layer above | global-route usage | routed length, um |
|---|---|---|---|
| met5 | - | 0 | 0 |
| met4 | 0 | 0.0418 | 3930 |
| met3 | 300 | 0.0263 | 4830 |
| met2 | 641 | 0.308 | 79400 |
| met1 | 25800 | 0.268 | 66800 |
| li1 | 25900 | - | - |
-- cell type report --
| class | count | area [um2] | area share |
|---|---|---|---|
| clock inverters | 105 | 1520 | 0.0148 |
| inverters | 702 | 2640 | 0.0257 |
| multi-input cells | 4379 | 33100 | 0.322 |
| flip-flops and latches | 2186 | 54700 | 0.533 |
| clock buffers | 298 | 6190 | 0.0602 |
| well taps | 2370 | 2970 | 0.0289 |
| repair buffers | 164 | 1580 | 0.0154 |
-- cells in the mapped netlist (12+ instances only) --
cell type / number
buf_2: 24
xor2_1: 123
a31o_2: 14
buf_6: 12
clkbuf_1: 68
a31oi_1: 63
xnor2_1: 311
a211oi_1: 34
or3_1: 62
fa_1: 23
a21o_1: 121
nor3_1: 126
ha_1: 572
nand3_1: 99
mux2_4: 17
nor2b_1: 94
mux2i_1: 69
o21a_1: 95
nor4_1: 46
o211ai_1: 42
o21bai_1: 32
nand3b_1: 15
mux2_2: 276
a21oi_1: 435
a41o_1: 12
mux2_1: 80
o31ai_1: 32
a21boi_0: 38
a211o_1: 20
o2111a_1: 27
dfrtp_1: 2186
nand2b_1: 69
nand4_1: 15
o2111ai_1: 21
nor2_1: 523
nand2_1: 274
and3_1: 50
o31a_1: 38
or2_2: 33
inv_1: 701
and2_1: 38
o21ai_0: 264
-- cells by family (layout without fill, tap and decap cells) --
group                    after synthesis  after routing  share of synthesized area
AND-OR/OR-AND                       1408           1408                      0.102
adder cells (fa/ha/maj)              595            595                     0.0839
AND/OR/NAND/NOR                     1480           1480                     0.0780
other                                  1             11                  0.0000413
flip-flops                          2186           2186                      0.602
multiplexers                         443            443                     0.0548
XOR/XNOR                             442            442                     0.0433
buffers and inverters                817           1269                     0.0353
-- how the worst min path moves through the flow --
| stage | start | end | slack [ns] | cells after the start |
|---|---|---|---|---|
| 6_report | dividend_pipe[5][29]$_DFF_PN0_ | dividend_pipe[6][30]$_DFF_PN0_ | 0.31 | 0 |
| 5_1_grt | sign_res_pipe[8]$_DFF_PN0_ | sign_res_pipe[9]$_DFF_PN0_ | 0.31 | 0 |
| 4_1_cts | sign_res_pipe[8]$_DFF_PN0_ | sign_res_pipe[9]$_DFF_PN0_ | 0.31 | 0 |
-- power by group through the flow --
stage	Combinational, W	Sequential [W]	Clock, W
final	0.0116	0.0110	0.00773
after global routing	0.0130	0.0112	0.00833
after CTS	0.0117	0.0110	0.00801
-- through the flow --
step / hold WS, ns / util
3_5_place_dp: 0.335 / 0.526
2_1_floorplan: 0.331 / -
4_1_cts: 0.312 / 0.569
5_1_grt: 0.314 / 0.569
3_3_place_gp: 0.331 / 0.526
6_report: 0.311 / 0.569
No activity file was given, so power comes from the tool's default toggle rates.
