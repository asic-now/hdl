File: ./run.sh
#!/bin/bash
# OpenROAD 26Q1-2900-gdf79404cd8, Yosys 0.63+post, stock flow scripts
make -C /OpenROAD-flow-scripts/flow DESIGN_CONFIG=/design/flow/config.mk WORK_HOME=/design/flow/orfs finish
File: ./config.mk
export PLATFORM = sky130hd
export DESIGN_NAME = fp64_sqrt
export DESIGN_NICKNAME = fp64_sqrt
export VERILOG_FILES = /design/flow/design.v
export SDC_FILE = /design/flow/constraint.sdc
export NUM_CORES = 4
export LEC_CHECK = 1
export CORE_UTILIZATION = 40
File: ./constraint.sdc
current_design fp64_sqrt

set clk_period 20.4
set clk_io_pct 0.2

create_clock -name clk0 -period $clk_period [get_ports {clk}]

set non_clock_inputs [all_inputs -no_clocks]
set_input_delay [expr $clk_period * $clk_io_pct] -clock clk0 $non_clock_inputs
set_output_delay [expr $clk_period * $clk_io_pct] -clock clk0 [all_outputs]
File: ./design.v
module fp64_sqrt (
    input clk,
    input rst_n,
    input  [63:0] a,
    output [63:0] result
);
    localparam SQRT_LATENCY = 53;
    localparam TOTAL_LATENCY = SQRT_LATENCY + 1;
    wire        sign_a = a[63];
    wire [10:0] exp_a  = a[62:52];
    wire [51:0] mant_a = a[51:0];
    wire is_nan_a = (exp_a == 11'h7FF) && (mant_a != 0);
    wire is_inf_a = (exp_a == 11'h7FF) && (mant_a == 0);
    wire is_zero_a = (exp_a == 0) && (mant_a == 0);
    wire is_neg_normal = (sign_a == 1'b1) && !is_zero_a;
    wire [52:0] full_mant_a = {(exp_a != 0), mant_a};
    reg        s1_special_case;
    reg [63:0] s1_special_result;
    reg signed [11:0] s1_exp_res;
    reg [53:0] s1_radicand;
    always @(posedge clk or negedge rst_n) begin
        if (!rst_n) begin
            s1_special_case <= 1'b0;
            s1_special_result <= 64'b0;
            s1_exp_res <= 12'b0;
            s1_radicand <= 54'b0;
        end else begin
            s1_special_case <= 1'b0;
            if(exp_a[0]) begin  
                s1_exp_res <= {{1'b0, exp_a} + 1} >> 1;
                s1_radicand <= full_mant_a << 1;
            end else begin  
                s1_exp_res <= {1'b0, exp_a} >> 1;
                s1_radicand <= full_mant_a;
            end
            if (is_nan_a || is_neg_normal) begin
                s1_special_case <= 1'b1;
                s1_special_result <= 64'h7FF8000000000001;  
            end else if (is_inf_a) begin
                s1_special_case <= 1'b1;
                s1_special_result <= 64'h7FF0000000000000;  
            end else if (is_zero_a) begin
                s1_special_case <= 1'b1;
                s1_special_result <= 64'h0000000000000000;  
            end
        end
    end
    reg  [54:0] rem_pipe [0:SQRT_LATENCY];
    reg  [52:0] root_pipe [0:SQRT_LATENCY];
    always @(posedge clk or negedge rst_n) begin
        if (!rst_n) begin
            rem_pipe[0] <= 12'b0;
            root_pipe[0] <= 11'b0;
        end else begin
            rem_pipe[0] <= {2'b0, s1_radicand};
            root_pipe[0] <= 53'b0;
        end
    end
    genvar i;
    generate
        for (i = 0; i < SQRT_LATENCY; i = i + 1) begin : sqrt_stages
            wire [52:0] trial_root = {root_pipe[i], 1'b1};
            wire [54:0] trial_rem = (rem_pipe[i][54])
                ? {rem_pipe[i][52:0], 2'b00} + {2'b0, trial_root}
                : {rem_pipe[i][52:0], 2'b00} - {2'b0, trial_root};
            always @(posedge clk or negedge rst_n) begin
                if (!rst_n) begin
                    rem_pipe[i+1] <= 12'b0;
                    root_pipe[i+1] <= 11'b0;
                end else begin
                    rem_pipe[i+1] <= trial_rem;
                    root_pipe[i+1] <= trial_rem[54] ? {root_pipe[i], 1'b0} : {root_pipe[i], 1'b1};
                end
            end
        end
    endgenerate
    reg [TOTAL_LATENCY:0] special_case_pipe;
    reg [63:0] special_result_pipe [TOTAL_LATENCY:0];
    reg signed [11:0] exp_res_pipe [TOTAL_LATENCY:0];
    always @(posedge clk or negedge rst_n) begin
        if (!rst_n) begin
            special_case_pipe[0] <= 'b0;
            special_result_pipe[0] <= 'b0;
            exp_res_pipe[0] <= 'b0;
        end else begin
            special_case_pipe[0] <= s1_special_case;
            special_result_pipe[0] <= s1_special_result;
            exp_res_pipe[0] <= s1_exp_res;
        end
    end
    generate
        for(i=0; i<TOTAL_LATENCY; i=i+1) begin : prop_pipe
            always @(posedge clk or negedge rst_n) begin
                if (!rst_n) begin
                    special_case_pipe[i+1] <= 'b0;
                    special_result_pipe[i+1] <= 'b0;
                    exp_res_pipe[i+1] <= 'b0;
                end else begin
                    special_case_pipe[i+1] <= special_case_pipe[i];
                    special_result_pipe[i+1] <= special_result_pipe[i];
                    exp_res_pipe[i+1] <= exp_res_pipe[i];
                end
            end
        end
    endgenerate
    wire [52:0] final_root = root_pipe[SQRT_LATENCY];
    wire signed [11:0] final_exp = (exp_res_pipe[TOTAL_LATENCY] - 1023) + 1023;
    reg         [51:0] out_mant;
    reg         [10:0] out_exp;
    always @(*) begin
        out_mant = final_root[51:0];
        if (final_exp >= 2047) begin  
            out_mant = 52'b0;
            out_exp = 11'h7FF;
        end else if (final_exp <= 0) begin  
            out_mant = ({1'b1, final_root[51:0]}) >> (1 - final_exp);
            out_exp = 11'b0;
        end else begin
            out_exp = final_exp[10:0];
        end
    end
    reg [63:0] result_reg;
    always @(posedge clk or negedge rst_n) begin
        if (!rst_n) begin
            result_reg <= 64'b0;
        end else begin
            if (special_case_pipe[TOTAL_LATENCY]) begin
                result_reg <= special_result_pipe[TOTAL_LATENCY];
            end else begin
                result_reg <= {1'b0, out_exp, out_mant};
            end
        end
    end
    assign result = result_reg;
endmodule
==> impl_metrics.json <==
{
  "status": "finished clean",
  "routed_via_density": 5.49,
  "syn2layout_area_growth_pct": 10.4,
  "drcViolationCount": 0,
  "async_flop_share": 1.00,
  "core_area_um2": 764000,
  "grt_pass1_wl_mm": 1350,
  "r2r_start": "rem_pipe[1][1]$_DFF_PN0_",
  "crit_path_max_incr_delay_ps": 660,
  "endpoint_kind": "async pin",
  "finalSetupViolCount": 0,
  "htreeDepth": 6,
  "grt_pass1_vias": 232565,
  "place.gp.congestion": 0.971,
  "max-cap-violations": 0,
  "drtIter0Drc": 17677,
  "grt.overflow.total": 0,
  "cp-startpoint": "rst_n",
  "ys_seq_frac": 0.419,
  "crit_fanout": 121,
  "die_area_um2": 770000,
  "maxSlewHeadroom": 0.247,
  "critPathSlowestCell": "buf_4",
  "first_pass_iters": 9,
  "tightest_slew_ps": 1110,
  "holdWs_ps": 316,
  "syn_area_um2": 307000,
  "synth-main-ff-cell": "dfrtp_1",
  "synth_cell_types": 100,
  "drive_above_1_share": 0.0497,
  "path_class": "in -> async",
  "pin_count": 130,
  "hpwl_mm": 671,
  "crit_path_start_kind": "input port",
  "path_common_cell": "buf_4",
  "yosys-stat-area_um2": 307000,
  "lay_top_cells": "dfrtp_1 (5121), nor2_1 (2955), a21oi_1 (2828), inv_1 (2793), ha_1 (2657)",
  "warnings": 1054,
  "required_ps": 21470,
  "yosys_cells": 32969,
  "wl_per_cell_um": 19.7,
  "routed_wl_mm": 853,
  "ir_worst_vdd_mv": 0.102,
  "drv_slew": 0,
  "synthCells": 32969,
  "clock_latency_ps": 1110,
  "arrival_ps": 9030,
  "powerDensity_nw_per_um2": 166,
  "finClkSkew_ps": 80.2,
  "die_y_um": 878,
  "largest_reg_flops": 2809,
  "ys.flops": 5139,
  "numCtsBuffers": 586,
  "min_path_type": "reg -> reg",
  "post_cts_buffers": 0,
  "grt_max_degree": 134,
  "fp.dieW_um": 878,
  "drtAntennaViolNets": 0,
  "fin_tns_setup_ps": 0,
  "min-delay-start": "exp_res_pipe[32][0]$_DFF_PN0_",
  "final_common_cell": "dfrtp_1",
  "avgSynthCellArea_um2": 9.30,
  "p_leak_nw": 150,
  "fin_crit_ps": 7960,
  "critPathBufInv": 8,
  "rsz0062_at_grt": "false",
  "fmax_mhz": 126,
  "cts.sinks": 5139,
  "rows": 321,
  "numPortBuffers": 128,
  "hold_viol_final": 0,
  "vias": 237983,
  "fp_util": 0.401,
  "clock_tree.buffer_depth": 4,
  "clkTransAtPathRegs_ps": 60,
  "synthTopCellsByArea": "dfrtp_1 (42%), ha_1 (11%), xnor2_1 (5.4%), a21oi_1 (4.6%), nor2_1 (3.6%)",
  "cts_resized": 0,
  "grt_use_total": 0.225,
  "top_area_frac": 0.419,
  "antenna_found_initial": 18,
  "cp_top_family": "buffers and inverters",
  "largestRegisters": "rem_pipe x2809, root_pipe x1378, exp_res_pipe x605",
  "fillers": 71608,
  "worstPathCellList": "buf_16 -> buf_4 -> buf_4 -> buf_12 -> buf_4 -> buf_4 -> buf_4 -> buf_4",
  "cts_tree": "built",
  "synth-edff-count": 0,
  "fin_crit_sh": 0.390,
  "regMostFlops": "rem_pipe",
  "ys_warn_count": 5,
  "hold_buffers": 0,
  "synth_top_cell_by_area": "dfrtp_1",
  "root_buffer": "clkbuf_16"
}
==> worst paths after layout <==
kind                                                       to  slack, ps  cells past startpoint
min in group asynchronous       exp_res_pipe[49][6]$_DFF_PN0_       2980                      1
max in group clk0                  root_pipe[40][0]$_DFF_PN0_      14330                     16
worst min register to register  exp_res_pipe[33][0]$_DFF_PN0_        320                      0
worst max-delay path               rem_pipe[39][54]$_DFF_PN0_      12440                      8
worst min-delay path            exp_res_pipe[33][0]$_DFF_PN0_        320                      0
worst max register to register     root_pipe[40][0]$_DFF_PN0_      14330                     16
==> power breakdown <==
part,internal [mW],switching (mW)
sequential,13.4,3.52
combinational,11.2,17.1
clock,6.48,4.39
total,31.0,25.0
==> metrics by stage <==
step	util	cell area (um^2)	setup slack [ps]	power [mW]	instances
floorplan	-	307000	14580	36.7	32969
global placement	0.416	318000	11260	45.1	42300
detailed placement	0.416	318000	11110	45.0	42300
CTS	0.443	339000	12280	56.3	43366
global route	0.443	339000	11600	60.5	43371
finish	0.443	339000	12440	56.1	43383
==> kinds of logic after synthesis <==
family,after synthesis,synth area share
AND/OR/NAND/NOR,9282,0.148
multiplexers,331,0.0112
adder cells (fa/ha/maj),2756,0.115
other,2,0.0000245
AND-OR/OR-AND,8688,0.179
XOR/XNOR,2734,0.0781
buffers and inverters,4037,0.0495
flip-flops,5139,0.419
==> cell usage after synthesis, types with 88 or more instances <==
cell type     n
clkbuf_1   1104
nand2b_1    315
a21oi_1    2828
a41oi_1     100
nor2_1     2956
mux2_2      100
a22oi_1     153
ha_1       2658
or3_1       425
or4_1       207
a211oi_1    257
xnor2_1    1896
o22ai_1     146
a2111oi_0   100
o21bai_1    582
and3_1      398
nor4_1      443
mux2i_1     231
and2_1      150
fa_1         98
o31ai_1     354
nor2b_1     292
o21a_1      185
buf_1       107
a31oi_1     456
nand3_1     676
nand4_1     327
a211o_1      88
nor3_1      985
a21o_1      589
or2_2       146
nand2_1    1661
o211ai_1    158
dfrtp_1    5139
xor2_1      837
o21ai_0    1730
inv_1      2793
==> layout make-up <==
class | count | area [um^2] | share of cell area
timing repair buffer | 382 | 3310 | 0.00979
inverter | 2812 | 10600 | 0.0312
multi-input combinational | 23793 | 163000 | 0.481
tap | 10174 | 12700 | 0.0376
antenna | 17 | 42.5 | 0.000126
clock inverter | 287 | 3920 | 0.0116
sequential | 5139 | 129000 | 0.380
clock buffer | 779 | 16500 | 0.0487
==> routing by layer <==
| layer | vias to the layer above | global-route usage | share of wire |
|---|---|---|---|
| li1 | 115268 | - | - |
| met1 | 115076 | 0.321 | 0.43 |
| met2 | 6246 | 0.367 | 0.48 |
| met3 | 1385 | 0.0352 | 0.054 |
| met4 | 8 | 0.0644 | 0.034 |
| met5 | - | 0 | 0.000064 |
Power is estimated from default activity; no workload was simulated.
